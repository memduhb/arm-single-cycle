File: flow/config.mk
export PLATFORM = sky130hd
export DESIGN_NAME = Register_rsten
export DESIGN_NICKNAME = Register_rsten
export VERILOG_FILES = /design/flow/design.v
export SDC_FILE = /design/flow/constraint.sdc
export NUM_CORES = 4
export LEC_CHECK = 1
export CORE_AREA = 10 10 70 70
export DIE_AREA = 0 0 80 80
export SYNTH_HDL_FRONTEND = slang
File: flow/constraint.sdc
current_design Register_rsten

set clk_period 1.1
set clk_io_pct 0.2

create_clock -name clk0 -period $clk_period [get_ports {clk}]

set non_clock_inputs [all_inputs -no_clocks]
set_input_delay [expr $clk_period * $clk_io_pct] -clock clk0 $non_clock_inputs
set_output_delay [expr $clk_period * $clk_io_pct] -clock clk0 [all_outputs]
File: flow/design.v
module Register_rsten#(
     parameter WIDTH=8)
    (
	  input  clk, reset,we,
	  input	[WIDTH-1:0] DATA,
	  output reg [WIDTH-1:0] OUT
    );
initial begin
	OUT<=0;
end	
always@(posedge clk) begin
	if (reset == 1'b1)
		OUT<={WIDTH{1'b0}};
	else if(we==1'b1)	
		OUT<=DATA;
end
endmodule	 
File: flow/run.sh
#!/bin/bash
# OpenROAD 26Q1-2900-gdf79404cd8, Yosys 0.63+post, stock flow scripts
make -C /OpenROAD-flow-scripts/flow DESIGN_CONFIG=/design/flow/config.mk WORK_HOME=/design/flow/orfs finish
==> deck_impl_summary.md <==
Flow Results at a Glance

Clocking
  – Cell chosen for the clock root: clkbuf_4
  – Number of buffers created by CTS: 3
  – Clock network latency to the later pin of the worst-skew pair: 0.25 ns
  – Clock tree from TritonCTS: built
  – Number of H-tree levels: 1
  – Number of clock sinks: 8
  – Post-CTS setup buffer count: 0
  – Clock Pin Slew Worst Setup and Hold Paths: 0.05 ns
  – Largest buffer count on any clock path: 2

Yosys
  – Largest type area fraction: 56.1%
  – Synth warn: 0
  – Synthesized chip area reported by yosys: 285 sq um
  – Yosys reg bits: 8
  – Number of library cell types mapped by synthesis: 5
  – Synth area leader: dfxtp_1
  – Yosys cell count: 26
  – Synthesized area per cell: 11.0 sq um
  – Post-synth seq share: 56.1%
  – Synthesized area: 285 sq um
  – Main area contributors: dfxtp_1 56%, mux2i_1 28%, nor2_1 11%
  – Number of instances in the synthesized netlist: 26

Layout
  – Register name with the most flops: OUT
  – Max reg flops: 8
  – Area delta synth->final: 93.0%
  – Reg area: 170 sq um
  – # fillers: 391
  – Final std cells w/o fill: 92
  – Gate Area: 110 sq um
  – Regs by FF count: OUT x8
  – Share of post-route cells with drive strength above 1: 26.1%
  – End-of-flow core utilization: 16.1%

Power and ir drop
  – Leakage power: 0.251 nW
  – Worst-case vdd ir drop: 0.000501 V
  – Power per standard cell area: 1140 nW/um^2
  – Total power after layout: 0.629 mW

Global routing
  – Number of antenna violations at the first check in global routing: 0
  – Global-route wire length before repair: 1.19 mm
  – Grt total ovfl: 0
  – Maximum number of pins on one net before global-route repair: 9
  – Vias in the first global route: 260
  – GRT Resource Usage Total: 2.54%

STA
  – Number of max-slew violations in the final report: 0
  – Final-report setup violation count: 0
  – Worst clock skew on the final layout: 0 ns
  – Worst slew pin tran: 0.264 ns
  – Final setup TNS: 0 ns
  – Final hold vios: 0
  – Final min period: 1.02 ns
  – Worst relative slew slack: 82.4%
  – Unrepaired setup endpoints after global routing: false
  – Setup slack after layout: 0.0847 ns
  – Final worst path period share: 92.3%
  – Highest clock rate: 985 MHz

Placement
  – Worst-case setup slack after placement: -0.151 ns
  – Count of input and output buffers: 18
  – Post-Place Cells: 89
  – Routability cong.: 0.729

Floorplan
  – Width of the die: 80 um
  – Starting Density: 8.35%
  – Die Area: 6400 sq um
  – Placement Rows: 21
  – Die y size: 80 um
  – Placeable Area: 3420 sq um
  – I/O pins: 19

Critical path
  – Cell type group with the largest total delay on the critical path: flip-flops
  – Setup slack on the worst flop-to-flop path: 0.48 ns
  – RR Endpoint: OUT[6]
  – Startpoint class of the critical path: flop
  – Total stage count of the critical path: 1
  – Largest fanout of any net on the critical path: 2
  – Crit path arrival time: 0.80 ns
  – Depth of the worst register-to-register path: 2
  – Cell-by-cell listing of the critical path: dlygate4sd2_1
  – Critical Path End Type: output pin
  – Worst setup path startpoint: OUT[0]
  – Slowest stage cell, crit path: dfxtp_2
  – Worst path buffer plus inverter count: 1
  – Endpoint of the most critical setup path: OUT[0]
  – Worst endpoint required time: 0.88 ns
  – Worst Path Class, Setup: reg -> out
  – Crit path largest cell delay: 0.31 ns
  – Startpoint of the worst register-to-register path: OUT[6]

Routing
  – First-pass DRT Iterations: 2
  – Routed WL: 808 um
  – Number of inserted diodes: 0
  – Number of vias in the routed layout: 245
  – Ratio of routed vias to standard cells: 2.66
  – # DRC: 0
  – Number of DRC violations after detailed-routing iteration 0: 4
  – Antenna-violating nets left: 0
  – Final routed wire length divided by cell count: 8.78 um

Flow run
  – Number of warning messages in the logs: 25
  – Max-cap violation count: 0

Worst hold path
  – Hold Path Class: reg -> reg

Run status
  – Result of the run: completed
[power by group]
part	internal, mW	switching (mW)
Combinational	0.0702	0.0292
Sequential	0.311	0.00745
Clock	0.124	0.0868
Total	0.505	0.123
[worst min-delay path, cell delays in order, from the launching register on]
cell and delay [ns]:
dfxtp_2 0.32, mux2i_1 0.06, nor2_1 0.07
[Yosys cell counts (all sizes together)]
cell   n
dfxtp  8
mux2i  8
nor2   8
buf    2
[cells in the final DEF (no fill, tap or decap)]
cell             count
buf_12               1
clkbuf_4             3
mux2i_1              8
clkdlybuf4s50_1     10
nor2_1               8
dfxtp_2              8
dlygate4sd2_1        8
[through the flow]
stage	hold WS, ns	cell area, sq um
floorplan	0.367	285
global placement	0.483	528
detailed placement	0.485	528
CTS	0.485	551
global route	0.497	551
finish	0.477	551
[worst min-delay path by stage]
stage	start	end	slack (ns)	depth (start not counted)
4_1_cts	OUT[3]	OUT[3]	0.48	2
5_1_grt	OUT[1]	OUT[1]	0.50	2
6_report	OUT[3]	OUT[3]	0.48	2
[logic make-up (layout without fill, tap and decap cells)]
| kind of cell | Yosys count | in the layout | synth area share [%] |
|---|---|---|---|
| buffers and inverters | 2 | 22 | 5.26 |
| multiplexers | 8 | 8 | 28.1 |
| AND/OR/NAND/NOR | 8 | 8 | 10.5 |
| flip-flops | 8 | 8 | 56.1 |
[repair_timing]
item / CTS / global route
setup endpoints to repair: 8 / 0
hold buffers: 0 / 0
hold endpoints to repair: 0 / 0
gates resized: 16 / 0
[metal layers]
layer / track usage, % / share of wire, %
met1: 3.10 / 50
met2: 2.65 / 27
met3: 3.41 / 23
met4: 0 / 0
met5: 0 / 0
[layout make-up]
cell class / count / area share, %
clock buffers: 3 / 4.09
multi-input cells: 16 / 20.0
flip-flops and latches: 8 / 30.9
well taps: 46 / 10.5
repair buffers: 19 / 34.5
No activity file was given, so power comes from the tool's default toggle rates.
