==> ./design.v <==
module ID_memory#(BYTE_SIZE=4, ADDR_WIDTH=32)(
input clk,WE,
input [ADDR_WIDTH-1:0] ADDR,
input [(BYTE_SIZE*8)-1:0] WD,
output [(BYTE_SIZE*8)-1:0] RD 
);
reg [7:0] mem [255:0];
initial begin
	$readmemh("Instructions.hex", mem, 0);
end
genvar i;
generate
	for (i = 0; i < BYTE_SIZE; i = i + 1) begin: read_generate
		assign RD[8*i+:8] = mem[ADDR+i];
	end
endgenerate	
integer k;
always @(posedge clk) begin
    if(WE == 1'b1) begin	
        for (k = 0; k < BYTE_SIZE; k = k + 1) begin
            mem[ADDR+k] <= WD[8*k+:8];
        end
    end
end
endmodule
==> ./run.sh <==
#!/bin/bash
# OpenROAD 26Q1-2900-gdf79404cd8, Yosys 0.63+post, stock flow scripts
make -C /OpenROAD-flow-scripts/flow DESIGN_CONFIG=/design/flow/config.mk WORK_HOME=/design/flow/orfs finish
==> ./config.mk <==
export PLATFORM = sky130hd
export DESIGN_NAME = ID_memory
export DESIGN_NICKNAME = ID_memory
export VERILOG_FILES = /design/flow/design.v
export SDC_FILE = /design/flow/constraint.sdc
export NUM_CORES = 4
export LEC_CHECK = 1
export CORE_UTILIZATION = 50
export SYNTH_HDL_FRONTEND = slang
==> ./constraint.sdc <==
current_design ID_memory

set clk_period 83.3
set clk_io_pct 0.2

create_clock -name clk0 -period $clk_period [get_ports {clk}]

set non_clock_inputs [all_inputs -no_clocks]
set_input_delay [expr $clk_period * $clk_io_pct] -clock clk0 $non_clock_inputs
set_output_delay [expr $clk_period * $clk_io_pct] -clock clk0 [all_outputs]
==> out/metrics.yaml <==
antenna_found_initial: 196
synth_area_per_cell_um2: 11.34
sw_frac_of_total: 0.3574
relSlewSlack: -0.04457
p_leak_nw: 77.32
combPwrFrac: 0.280
critPathMaxFanout: 63
wl_per_cell_um: 51.74
netlist_area_um2: 203300
final_area_um2: 219500
p_int_w: 0.002145
drcViolationCount: 0
period_needed_ns: 41.42
vias_per_cell: 7.947
rows: 233
slew_viol_final: 2
arrival_ns: 24.76
cts_made_buffers: 274
switchingPower_w: 0.001193
clk_path_buf_depth: 4
top_register: "mem"
dr.pass1.iters: 7
pin_count: 98
dp_cells: 22050
fp_util: 0.5036
fp.dieH_um: 639.7
largest_register_ffs: 2048
fin_crit_sh: 0.4972
fillers: 34100
globalplace.congestion: 1.138
cap_violations: 1
clock_sinks: 2048
grt_pass1_wl_um: 1559000
top_regs: "mem x2048"
synthArstFlopShare: 0
tightest_slew_ns: 1.550
fmax_ghz: 0.02414
status: "complete, but fails checks"
start_kind: "primary input"
holdWs_ns: 16.31
chipArea_um2: 409200
postLayoutSetupSlackWorst_ns: 41.88
vias: 181900
final_cells: 22890
required_ns: 66.64
synthCells: 17930
antenna_left: 0
grt_usage: 0.6174
post_cts_buffers: 0
holdCritPathClass: "in -> reg"
violations: "max-capacitance violations, max-slew violations"
cts_tree: "done"
rsz0062_at_grt: "no"
critPathCaptureType: "output port"
edf_count: 2048
synth-main-ff-cell: "edfxtp_1"
cts_resized: 0
cts_root_buf: "clkbuf_16"
ir_drop_mv: 0.01475
worstSetupPathType: "in -> out"
wirelength_um: 1184000
yosys_cells: 17930
layout-area-overhead-vs-synth_pct: 7.931
htreeDepth: 5
comb_area_um2: 132700
hold_viol_final: 0
holdBufCountCts: 0
yosys-stat-area_um2: 203300
dp_hpwl_um: 808700
whs_path_depth: 2
drive_above_1_share: 0.3367
dpl_cell_area_um2: 209700
drt_iter0_drc: 22410
synth_cell_types: 99
power_frac_clock: 0.372
clk_pin_slew_ns: 0.06
p_seq_frac: 0.349
powerDensity_nw_per_um2: 15.21
die_w_um: 639.7
seq_area_frac_synth: 0.3024
finalSetupTns_ns: 0
yosys_warnings: 0
dp_slack_ns: 42.29
ys_ff: 2048
grt_overflow: 0
setup_viol: 0
port_buffers: 73
regArea_um2: 61500
grt_max_degree: 108
hold_end: "mem[162][4]$_DFFE_PP_"
worstHoldStart: "WD[28]"
coreArea_um2: 403800
first_global_vias: 168100
warnings: 63
==> cells in the final DEF (no fill, tap or decap), types with 18 or more instances in the layout <==
cell / count
a21o_1: 450
diode_2: 348
clkbuf_16: 276
a21oi_1: 804
nor3_2: 128
nand3_1: 506
a211oi_1: 468
nand4_1: 84
mux4_2: 2379
a221oi_1: 18
nor3_1: 110
a31oi_1: 30
buf_4: 991
o21ai_0: 812
mux2i_1: 2202
a22oi_1: 131
nor2_4: 62
and2_1: 19
nand2_1: 1725
clkdlybuf4s50_1: 35
nor2_1: 1305
nor2_2: 48
a32oi_1: 24
a2111o_1: 24
clkinv_1: 60
bufinv_16: 27
mux2_2: 1619
o21ai_1: 183
clkbuf_1: 48
buf_8: 34
clkinv_2: 35
edfxtp_1: 2048
==> worst max path at each step <==
stage,from,to,cells past startpoint
final,ADDR[0],RD[29],14
after global routing,ADDR[0],RD[0],16
after CTS,ADDR[0],RD[29],14
==> through the flow <==
stage                     total power (W)  utilization
after global routing             0.003338       0.5424
final                            0.003338       0.5436
after global placement           0.002041       0.5194
after CTS                        0.003256       0.5414
after detailed placement         0.002039       0.5194
after floorplan                  0.001639            -
==> cells in the mapped netlist, types with 13 or more instances <==
cell / count / area [um^2]
nor3_1: 171 / 855.8
buf_4: 107 / 803.3
mux2i_1: 2202 / 22040
a31oi_1: 30 / 187.7
a221oi_1: 19 / 166.4
nand2_1: 1732 / 6501
clkbuf_1: 1297 / 4868
o21ai_1: 180 / 900.9
and2_1: 20 / 125.1
nor2_2: 34 / 212.7
o221ai_1: 16 / 140.1
buf_1: 205 / 769.5
o21ai_0: 815 / 4079
a22oi_1: 132 / 991.0
a211oi_1: 471 / 3536
mux2_1: 13 / 146.4
buf_6: 19 / 214.0
mux4_2: 2379 / 53580
buf_2: 731 / 3659
a32oi_1: 24 / 210.2
and3_1: 13 / 81.33
a21o_1: 450 / 3378
a21oi_1: 804 / 4024
nor2_1: 1373 / 5154
a311oi_1: 14 / 122.6
nand4_1: 84 / 525.5
mux2_2: 1619 / 18230
o211ai_1: 16 / 120.1
nor3_2: 70 / 700.7
a22o_1: 17 / 148.9
nand3_1: 515 / 2577
edfxtp_1: 2048 / 61500
a211o_1: 16 / 140.1
a2111o_1: 24 / 270.3
==> routing by layer <==
| metal | track usage | wire length [um] | vias to the layer above |
|---|---|---|---|
| li1 | - | - | 69020 |
| met1 | 0.6912 | 354300 | 89730 |
| met2 | 0.7399 | 458600 | 18180 |
| met3 | 0.5091 | 239100 | 4727 |
| met4 | 0.4786 | 123100 | 236 |
| met5 | 0.2036 | 9020 | - |
==> worst max-delay path, stage by stage <==
cell and delay, ns:
buf_16 0.30, buf_4 0.66, buf_4 0.63, buf_4 0.64, buf_4 0.58, buf_4 0.59, buf_4 0.70, mux4_2 0.62
mux4_2 0.56, o2bb2ai_1 0.15, buf_4 0.21, a211oi_1 0.95, nand4_1 0.63, clkdlybuf4s50_1 0.58
==> layout make-up <==
type | count | share of cell area
inverters | 10 | 0.0001710
repair buffers | 1080 | 0.03958
multi-input cells | 13510 | 0.6048
flip-flops and latches | 2048 | 0.2802
well taps | 5405 | 0.03081
clock inverters | 166 | 0.008152
clock buffers | 324 | 0.03229
diodes | 348 | 0.003968
==> power groups by stage <==
| stage | sequential [W] | combinational (W) | clock [W] |
|---|---|---|---|
| CTS | 0.00116 | 0.000861 | 0.00123 |
| global route | 0.00116 | 0.000909 | 0.00127 |
| finish | 0.00116 | 0.000934 | 0.00124 |
==> cell families (layout without fill, tap and decap cells) <==
family / Yosys count / after routing / synth area share
adders and majority gates: 9 / 9 / 0.0005538
muxes: 6213 / 6213 / 0.4623
DFF: 2048 / 2048 / 0.3024
and+or+nand+nor: 4122 / 4122 / 0.08700
other: 0 / 348 / 0
AOI/OAI and AO/OA: 3148 / 3148 / 0.09602
buffers and inverters: 2373 / 1580 / 0.05100
xor gates and xnor gates: 16 / 16 / 0.0007261
Power and IR drop assume default switching activity.
